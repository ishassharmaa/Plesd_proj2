==> flow/config.mk <==
export PLATFORM = sky130hd
export DESIGN_NAME = shift_reg32
export DESIGN_NICKNAME = shift_reg32
export VERILOG_FILES = /design/flow/design.v
export SDC_FILE = /design/flow/constraint.sdc
export NUM_CORES = 4
export LEC_CHECK = 1
export CORE_AREA = 10 10 98 98
export DIE_AREA = 0 0 108 108
==> flow/design.v <==
`timescale 1 ns/100 ps
module shift_reg32(RST, EN, D, Q, CLK );
input D; 
input CLK;
input RST;
input EN;
output [31:0] Q;
reg [31:0] Q_int;
always @(posedge CLK or posedge RST)
begin
   if (RST) 
   begin
   Q_int = {32{1'b0}};
   end
   else 
   begin
        if (EN)
        begin
		Q_int = Q_int << 1;
		Q_int[0] = D;
        end        
   end
end
assign Q = Q_int;
endmodule
==> flow/constraint.sdc <==
current_design shift_reg32

set clk_period 1.0
set clk_io_pct 0.2

create_clock -name clk0 -period $clk_period [get_ports {CLK}]

set non_clock_inputs [all_inputs -no_clocks]
set_input_delay [expr $clk_period * $clk_io_pct] -clock clk0 $non_clock_inputs
set_output_delay [expr $clk_period * $clk_io_pct] -clock clk0 [all_outputs]
==> flow/run.sh <==
#!/bin/bash
# OpenROAD 26Q1-2900-gdf79404cd8, Yosys 0.63+post, stock flow scripts
make -C /OpenROAD-flow-scripts/flow DESIGN_CONFIG=/design/flow/config.mk WORK_HOME=/design/flow/orfs finish
==> changes_impl.md <==
### Changed

* Routed length per instance at 11.45 um
* Inst Count DP at 236
* Slew Limit Headroom at 87.95%
* Number of diodes at 0
* Yosys stat area at 1349 um^2
* Synthesized cell area at 1349 um^2
* Die height at 108 um
* CP max-delay cell: dfrtp_1
* Final WS setup at 0.01417 ns
* Count of state elements after synthesis at 32
* Type of origin of the critical path: register
* Dpl hpwl at 1974 um
* RR Startpoint: Q_int[3]
* Final setup fails at 0
* Worst EP arrival at 0.79 ns
* Max frequency at 1014 MHz
* Area after DPL at 2043 um^2
* Initial Utilization at 17.64%
* Syn Inst Count at 69
* Worst-path fanout max at 2
* Max-cap viol count at 0
* Sequential fraction of the synthesis area at 59.37%
* Sw Pwr at 1.247 mW
* Worst hold-check path type: in2async
* Routability cong. at 0.6565
* Pins over their slew limit at 0
* Most frequent logic cells in the routed design: 33 x buf_2, 32 x dfrtp_1, 30 x mux2_4
* Area delta synth->final at 49.35%
* IO buf count at 35
* Mapped Avg Cell Area at 19.55 um^2
* WP data required at 0.80 ns
* CTS max path bufs at 2
* Total tool warning count at 27
* Late-Pin Clk Latency at 0.28 ns
* Root buf cell: clkbuf_8
* Final cell count without fillers at 246
* First drt pass iteration count at 2
* Worst-Margin Slew at 0.1807 ns
* Pwr Density at 2615 nW/um^2
* CP peak stage delay at 0.39 ns
* Antenna violations before repair at 0
* Chip area at 11660 um^2
* Row count at 32
* Clock sink count at 32
* Number of top-level pins at 36
* Via Count at 819
* TritonCTS clock tree: yes
* Worst IR Drop VDD at 638.8 uV
* CTS clk-pin slew, worst paths at 0.07 ns
* Min Clock Period, post-route at 0.9858 ns
* Core area at 7647 um^2
* R2R setup slack at 0.02 ns
* Crit path launch: Q_int[3]
* Share of cells above drive strength 1 at 74.31%
* Period utilization at 98.58%
* Critical Setup Path Class: reg2out
* Clock power frac at 19.5%
* Largest net degree at the start of global routing at 33
* Max Clock Skew at 0.006071 ns
* Final non-filler cell area at 2014 um^2
* Crit path buf inv count at 1
* Top Family by Delay on Critical Path: flip-flops
* Chip Width at 108 um
* Final WL at 2817 um
* Global-route wire length before repair at 4905 um
* Switching share of power at 23.67%
* Most frequent logic cell in the layout: buf_2
* Fillcell total at 804
* Number of global-route vias before repair at 923
* Post-layout util at 26.34%
* Status: completed
* Worst path depth at 1
* Static leakage at 1.058 nW
* Final ANT Viol Nets at 0
* Place WS at -0.01691 ns
* Residual DRC count at 0
* Reg power frac at 38.9%
* Grt total ovfl at 0
* R2R depth at 3
* Critical R2R Capture: Q_int[3]
* RSZ-0062 raised after global routing: yes
* Post-CTS Hold Buffers at 0
* H-Tree Depth at 2
* CP cell instances: buf_2
* Critical path capture point type: output port
* Unique cell types at 6
* Synth warnings at 1
* Pint at 4.021 mW
* Part of the power in combinational logic at 41.6%
* TritonCTS buffer count at 5
* Hold Vio Cnt, Final at 0
* Ys cells at 69
* DR iter-0 viols at 7
* GR Util All Layers at 5.085%
* Max FFs per register at 32
* Mean number of vias per cell at 3.329
cell usage after synthesis:
master / count / area share (%)
buf_12: 3 / 4.5
inv_1: 1 / 0.28
mux2_4: 30 / 33
buf_6: 1 / 0.83
mux2_2: 2 / 1.7
dfrtp_1: 32 / 59
layer usage:
| metal | vias to the layer above | part of all wire [%] | track usage, % |
|---|---|---|---|
| li1 | 387 | - | - |
| met1 | 405 | 44 | 6.985 |
| met2 | 22 | 47 | 7.672 |
| met3 | 5 | 6.2 | 1.747 |
| met4 | 0 | 2.8 | 1.050 |
| met5 | - | 0 | 0 |
worst max-delay path by stage:
| stage | to | slack, ns |
|---|---|---|
| CTS | Q[29] | -0.0009 |
| global route | Q[7] | -0.04 |
| finish | Q[3] | 0.01 |
through the flow:
stage	hold slack, ns	TNS, ns	power [mW]
3_5_place_dp	0.5050	-0.2886	4.708
4_1_cts	0.2686	-0.0008960	5.507
3_3_place_gp	0.4994	-0.2512	4.719
6_report	0.2783	0	5.268
5_1_grt	0.2896	-0.5371	5.698
2_1_floorplan	0.3162	0	2.830
timing repair:
item | in CTS | in global routing
pin swaps | 0 | 0
buffers inserted | 9 | 0
setup endpoints to repair | 32 | 39
gates resized | 98 | 6
kinds of logic after synthesis:
logic type	synth area share, %
buffers and inverters	5.566
flip-flops	59.37
multiplexers	35.06
power by group through the flow:
| stage | clock (mW) | combinational (mW) | sequential (mW) |
|---|---|---|---|
| 4_1_cts | 1.09 | 2.37 | 2.04 |
| 5_1_grt | 1.15 | 2.41 | 2.13 |
| 6_report | 1.03 | 2.19 | 2.05 |
area by class of cell:
cell class	count	area, um^2	area share [%]
clock buffers	8	90.09	4.472
inverters	1	3.754	0.1863
multi-input cells	32	473.0	23.48
flip-flops and latches	32	800.8	39.75
well taps	102	127.6	6.335
repair buffers	71	519.2	25.78
No activity file was given, so power comes from the tool's default toggle rates.
